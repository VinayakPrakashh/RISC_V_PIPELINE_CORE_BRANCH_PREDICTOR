$ cat design/flow/config.mk
export PLATFORM = sky130hd
export DESIGN_NAME = execute_cycle
export DESIGN_NICKNAME = execute_cycle
export VERILOG_FILES = /design/flow/design.v
export SDC_FILE = /design/flow/constraint.sdc
export NUM_CORES = 4
export LEC_CHECK = 1
export CORE_UTILIZATION = 30
$ cat design/flow/constraint.sdc
current_design execute_cycle

set clk_period 46.7
set clk_io_pct 0.2

create_clock -name clk0 -period $clk_period [get_ports {clk}]

set non_clock_inputs [all_inputs -no_clocks]
set_input_delay [expr $clk_period * $clk_io_pct] -clock clk0 $non_clock_inputs
set_output_delay [expr $clk_period * $clk_io_pct] -clock clk0 [all_outputs]
$ cat design/flow/design.v
module adder #(parameter WIDTH = 32) (
    input       [WIDTH-1:0] a, b,
    output      [WIDTH-1:0] sum
);
assign sum = a + b;
endmodule
module alu #(parameter WIDTH = 32) (
    input [WIDTH-1:0] a, b,
    input [2:0] ALUControl,
    output reg [WIDTH-1:0] Result,
    output Zero,
    input funct7b6, funct3_bit
);
always @(*) begin
    case(ALUControl)
        3'b000: Result = a + b;  
        3'b001: Result = a - b;  
        3'b010: Result = a & b;  
        3'b011: Result = a | b;  
        3'b100: Result = a << b[4:0];  
        3'b101: begin case (funct3_bit)
            1'b0:begin 
                if(a[31]!= b[31]) Result = a[31] ?1:0; 
                else Result = (a < b) ? 1:0;
            end 
            1'b1: Result <= (a < {20'b0, b[11:0]}) ? 1 : 0;  
                endcase
                end
        3'b110: begin
            if(funct7b6) Result = a >> b[4:0];  
            else Result = a >>> b[4:0];  
        end
        3'b111: Result = a ^ b;  
        default: Result = 32'bx;
    endcase
end
assign Zero = (Result == 0)?1:0;
endmodule
module branching_unit (
    input ALUR31,Zero,
    input [2:0] funct3,
    output reg Takebranch
);
    always @(*) begin
        case(funct3)
		  3'b000: Takebranch =Zero; 
		  3'b001: Takebranch =!Zero; 
		  3'b111: Takebranch =!ALUR31; 
		  3'b101: Takebranch =!ALUR31; 
		  3'b100: Takebranch =ALUR31; 
		  3'b110: Takebranch =ALUR31; 
          default:Takebranch = 0;
        endcase
    end
endmodule
module mux2 #(parameter WIDTH = 32) (
    input       [WIDTH-1:0] d0, d1,
    input       sel,
    output      [WIDTH-1:0] y
);
assign y = sel ? d1 : d0;
endmodule
module mux4 #(parameter WIDTH = 32) (
    input       [WIDTH-1:0] d0, d1, d2, d3,
    input       [1:0] sel,
    output      [WIDTH-1:0] y
);
assign y = (sel == 2'b00) ? d0 :
           (sel == 2'b01) ? d1 :
           (sel == 2'b10) ? d2 :
                            d3;
endmodule
module predict_handler (
    input Predicted,
    input Actual,
    input branch,
    input jump,
    output Eval_branch,
    output Target_sel,
    output Prediction_Correct
);
assign Eval_branch = ((Predicted != Actual) && (jump | branch) ) ? 1'b1: 1'b0;
assign Target_sel = (~Predicted & Actual) ? 0 : 1;
assign Prediction_Correct = ((Predicted == Actual) && (jump | branch)  ) ? 1'b1 : 1'b0;
endmodule
module execute_cycle (
    input clk,rst,
    input [31:0] InstrE,RD1_E,RD2_E,PCE,ImmExtE,PCPlus4E,
    input [4:0] RdE,
    input  RegWriteE,MemWriteE,JumpE,Jalr,BranchE,ALUSrcE,
    input [2:0] ALUControlE,
    input [1:0] ResultSrcE,
    output [31:0] PCTargetE,WriteDataM,ALUResultM,PCPlus4M,InstrM,
    output [4:0] RdM,
    output RegWriteM,MemWriteM,
    output [1:0] ResultSrcM,
    output PCSrcE,
    input [1:0] ForwardAE,ForwardBE,
    input [31:0] ResultW,
    input luauE,
    output [31:0] AuLu_ResultM,
    input Predict_branchE,
    output Eval_branch,
    output Prediction_Correct,
    output StateUpdateEnable,
    output luauEM,
    input [31:0] AuLu_Result_correct
);
wire [31:0] SrcBE,SrcBE_F,PCTargetE_intermediate;
wire Takebranch,Zero,Target_sel;
wire [31:0] ALUResultE;
wire [31:0] SrcAE,auipcadderout,AuLu_ResultE,PCTargetE_w;
wire [31:0] jalr_result,ALUResultE_final;
reg [31:0] ALUResultE_r,WriteDataE_r,PCPlus4E_r,InstrE_r,AuLu_ResultE_r;
reg [4:0] RdE_r;
reg RegWriteE_r,MemWriteE_r;
reg [1:0] ResultSrcE_r;
reg luauE_r;
mux2 srcmux(SrcBE,ImmExtE,ALUSrcE,SrcBE_F);
alu alu_main(SrcAE,SrcBE_F,ALUControlE,ALUResultE,Zero,InstrE[30],InstrE[12]);
branching_unit bu(ALUResultE[31],Zero,InstrE[14:12],Takebranch);
adder pctarget(PCE,ImmExtE,PCTargetE_w);
adder auipcadder(PCE,ImmExtE,auipcadderout);
mux2 auipcluimux(auipcadderout,ImmExtE,luauE,AuLu_ResultE);
mux4 forwarda(RD1_E,ResultW,AuLu_Result_correct,32'b0,ForwardAE,SrcAE);
mux4 forwardb(RD2_E,ResultW,ALUResultM,32'b0,ForwardBE,SrcBE);
adder jalradder(ALUResultE,4,jalr_result);
mux2 jalrresultmux(ALUResultE,jalr_result,Jalr,ALUResultE_final);
predict_handler ph(Predict_branchE,PCSrcE,BranchE,JumpE,Eval_branch,Target_sel,Prediction_Correct);
mux2 target_selmux(PCTargetE_w,PCPlus4E,Target_sel,PCTargetE_intermediate);
mux2 jalrmux_final(PCTargetE_intermediate,ALUResultE,Jalr,PCTargetE);
assign StateUpdateEnable = BranchE | JumpE;
assign PCSrcE = ((Takebranch & BranchE) | JumpE) | Jalr;
always @(posedge clk or posedge rst) begin
    if(rst==1'b1) begin
        ALUResultE_r <= 0;
        WriteDataE_r <= 0;
        PCPlus4E_r <= 0;
        RdE_r <= 0;
        RegWriteE_r <= 0;
        MemWriteE_r <= 0;
        ResultSrcE_r <= 0;
        InstrE_r <= 0;
        AuLu_ResultE_r <= 0;
        luauE_r <= 0;
    end
    else begin
        ALUResultE_r <= ALUResultE_final;
        WriteDataE_r <= SrcBE;
        PCPlus4E_r <= PCPlus4E;
        RdE_r <= RdE;
        RegWriteE_r <= RegWriteE;
        MemWriteE_r <= MemWriteE;
        ResultSrcE_r <= ResultSrcE;
        InstrE_r <= InstrE;
        AuLu_ResultE_r <= AuLu_ResultE;
        luauE_r <= luauE;
    end
end
assign ALUResultM = ALUResultE_r;
assign PCPlus4M = PCPlus4E_r;
assign WriteDataM = WriteDataE_r;
assign RdM = RdE_r;
assign RegWriteM = RegWriteE_r;
assign MemWriteM = MemWriteE_r;
assign ResultSrcM = ResultSrcE_r;
assign InstrM = InstrE_r;
assign AuLu_ResultM = AuLu_ResultE_r;
assign luauEM = luauE_r;
endmodule
$ cat design/flow/run.sh
#!/bin/bash
# OpenROAD 26Q1-2900-gdf79404cd8, Yosys 0.63+post, stock flow scripts
make -C /OpenROAD-flow-scripts/flow DESIGN_CONFIG=/design/flow/config.mk WORK_HOME=/design/flow/orfs finish
==> impl_metrics.toml <==
# synthesis and place-and-route metrics
[yosys]
yosys_warnings = 3
flop_cell = "dfrtp_1"
ys.flops = 170
async_reset_ff_frac = 1.00
ys_cells = 2256
ys_seq_share = 0.225
synth-edff-count = 0
netlist_instances = 2256
syn_area_mm2 = 0.0189
synth_top_area_share = 0.225
top_cells_by_count = "mux2i_1 (218), dfrtp_1 (170), nand2_1 (152)"
avgSynthCellArea_um2 = 8.39
most_common_cell = "mux2i_1"
synthTopCellsByArea = "dfrtp_1 (22%), mux2i_1 (12%), ha_1 (8.7%)"
ys_types = 106
synth_area_leader_cell = "dfrtp_1"
ys_chip_area_mm2 = 0.0189

[timing]
relSlewSlack = 0.230
tightest_slew_ps = 1150
fin_worst_skew_ps = 16.3
period_used_share = 0.606
timing.final.crit_period_ps = 28280
finalSetupTns_ps = 0
finalMaxSlewViolations = 0
rsz0062_at_grt = "false"
holdWs_ps = 528
max_freq_mhz = 35.4
setup_viol = 0
hold_violations = 0

[final_layout]
drive_gt1_frac = 0.0999
fillers = 6121
instances_no_fill = 3549
area_growth_pct = 33.6

[setup_path]
path_max_fanout = 50
arrival_ps = 18940
r2r_end = "ALUResultE_r[25]$_DFF_PP0_"
required_ps = 37360
path_cells = "clkdlybuf4s50_1 -> clkinv_1 -> buf_4 -> nor2_1 -> or2_2 -> ha_1 -> nand2b_1 -> a221oi_1 -> o221ai_1 -> a2111oi_1 -> buf_4 -> or3_1 -> a32oi_1 -> nor4_2 -> inv_1 -> nor4_1 -> nand4_1 -> or3b_1 -> o211ai_1 -> ha_2 -> buf_4 -> mux2i_1 -> o21ai_0 -> clkdlybuf4s50_1"
slowest_delay_ps = 1040
r2r-start = "ALUResultE_r[2]$_DFF_PP0_"
worstRegToRegCells = 20
cp-end-kind = "primary output"
r2r_slack_ps = 40020
start_kind = "input pin"
critPathKind = "in2out"
crit_top_cell = "buf_4"
cpMaxStageDelayCell = "nor4_2"

[placed_design]
numPlacedInstances = 3508
dp_hpwl_um = 90300
gp_congestion = 1.01
portBuffers = 485

[power_and_ir_drop]
p_leak_nw = 10.5
power_switching_w = 0.000322
clock_power_share = 0.202
cellInternalPower_w = 0.000403
ir_drop_mv = 0.0252
p_sw_frac = 0.444
power_frac_comb = 0.559
power.density_mw_per_mm2 = 28.7
pwr-share-seq = 0.239

[min_path]
holdPathEnd = "WriteDataE_r[12]$_DFF_PP0_"
hp-start = "ALUResultE_r[12]$_DFF_PP0_"
hold_depth = 2
hold_path.class = "reg2reg"

[drt]
wirelength_um = 111000
num_vias = 21100
vias_per_cell = 5.94
drtIter0Drc = 2423
drtPass1Iterations = 8
wl_per_cell_um = 31.3
drc = 0
antenna_left = 0

[clock_tree]
clkTransAtPathRegs_ps = 70
cts_root_buf = "clkbuf_16"
cts_resized = 0
cts.sink_count = 170
clock_latency_ps = 450
cts_inserted_buffers = 17
cts_tree = "yes"
postCtsSetupRepairBufs = 0
clk_path_buf_depth = 2
hold_buffers = 0
ctsHtreeMaxLevel = 4

[grt]
antenna_found_initial = 12
grtUsageTotal = 0.346
grt_pass1_wl_um = 155000
grt_pass1_vias = 20400
grt_max_degree = 78
grt.overflow.total = 0

[run]
cap_violations = 0
warnings = 91

[run_status]
outcome = "complete, no violations"

[floorplanning]
row_count = 91
die_x_um = 253
fp_util = 0.305
ioPinCount = 486
die_area_mm2 = 0.0641
core_area_mm2 = 0.0621
fp.dieH_um = 253
-- area by class of cell --
cell class,instances,area [um2],area share
timing repair buffer,564,5420,0.214
sequential,170,4250,0.168
inverter,133,519,0.0205
antenna,9,22.5,0.000890
tap,837,1050,0.0414
clock inverter,14,159,0.00628
multi-input combinational,1804,13400,0.531
clock buffer,18,429,0.0170
-- cells by family after synthesis --
kind of cell	count (synthesis)	share of synthesized area
AOI/OAI and AO/OA	670	0.247
buffers and inverters	282	0.0677
xor gates and xnor gates	76	0.0352
adders and majority gates	134	0.0898
muxes	305	0.170
DFF	170	0.225
and+or+nand+nor	619	0.166
-- placed cells by master, fill, tap and decap left out, drive strengths merged, types with 18 or more instances in the layout --
cell type      Yosys  final
inv              129    135
nor4              38     38
a21o              21     21
and3              20     20
o2bb2ai           33     33
xnor2             59     59
ha               131    131
a211oi            39     39
o21a              19     19
o211ai            38     38
nor2b             28     28
mux2              81     81
buf               65     84
a21oi            119    119
a22oi             25     25
nor3              58     58
mux2i            220    220
or3               20     20
nand2            152    152
clkbuf            84     18
dfrtp            170    170
o21ai            146    146
clkdlybuf4s50      0    480
o31ai             21     21
nand4             22     22
nor2             153    153
nand3             48     48
o22ai             30     30
-- metal layers --
| layer | vias to the layer above | track usage | routed length, um |
|---|---|---|---|
| li1 | 9294 | - | - |
| met1 | 10400 | 0.487 | 46700 |
| met2 | 1185 | 0.531 | 49800 |
| met3 | 209 | 0.0590 | 9190 |
| met4 | 4 | 0.139 | 5240 |
| met5 | - | 0 | 34 |
-- worst max path at each step --
| stage | start | endpoint | slack [ps] | depth (start not counted) |
|---|---|---|---|---|
| after global routing | ForwardBE[1] | PCTargetE[20] | 18220 | 28 |
| after CTS | ForwardBE[1] | PCTargetE[27] | 18750 | 28 |
| final | ALUSrcE | PCTargetE[6] | 18420 | 24 |
-- through the flow --
step / util / total power [W] / setup slack [ps] / area (um2)
after floorplan: - / 0.000377 / 21580 / 18900
after global placement: 0.398 / 0.000575 / 18760 / 24700
final: 0.408 / 0.000725 / 18420 / 25300
after CTS: 0.407 / 0.000718 / 18750 / 25300
after global routing: 0.407 / 0.000755 / 18220 / 25300
after detailed placement: 0.398 / 0.000570 / 18790 / 24700
-- sequential cells by signal (all words and copies together) (netlist names) --
name / flops
PCPlus4E_r: 32
MemWriteE_r: 1
AuLu_ResultE_r: 32
ResultSrcE_r: 2
InstrE_r: 32
RegWriteE_r: 1
ALUResultE_r: 32
RdE_r: 5
WriteDataE_r: 32
luauE_r: 1
-- worst max-delay path: cells and delay by family --
kind            cells  cell delay [ps]
fa+ha+maj           2              600
buf+inv             7             2690
mux                 1              160
compound gates      6             2220
simple gates        8             3810
-- power by group through the flow --
| stage | sequential [W] | clock (W) | combinational [W] |
|---|---|---|---|
| 4_1_cts | 0.000174 | 0.000149 | 0.000396 |
| 5_1_grt | 0.000175 | 0.000154 | 0.000426 |
| 6_report | 0.000174 | 0.000146 | 0.000405 |
No activity file was given, so power comes from the tool's default toggle rates.
