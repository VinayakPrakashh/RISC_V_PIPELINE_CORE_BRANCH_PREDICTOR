===== design/flow/design.v =====
module mux2 #(parameter WIDTH = 32) (
    input       [WIDTH-1:0] d0, d1,
    input       sel,
    output      [WIDTH-1:0] y
);
assign y = sel ? d1 : d0;
endmodule
module data_mem #(
    parameter DATA_WIDTH = 32,ADDR_WIDTH = 32,MEM_SIZE = 256
) (
    input clk,wr_en,
    input [2:0] funct3,
    input [ADDR_WIDTH-1:0] wr_addr,
    input [DATA_WIDTH-1:0] wr_data,
    output reg [DATA_WIDTH-1:0] rd_data_mem
);
reg [DATA_WIDTH-1:0] data_ram[0:MEM_SIZE-1];
wire [ADDR_WIDTH-1:0] word_addr = wr_addr[ADDR_WIDTH-1:2] % 64;
always @(posedge clk) begin
    if (wr_en) begin
        case (funct3)
            3'b000:   begin 
                data_ram[word_addr][7:0] <= wr_data[7:0];
            end
            3'b001: begin 
                data_ram[word_addr][15:0] <= wr_data[15:0];
            end
            3'b010:   begin 
                data_ram[word_addr] <= wr_data;
            end
        endcase 
        end
        end
always @(*) begin
    case (funct3)
        3'b000:rd_data_mem = {{24{data_ram[word_addr][7]}},data_ram[word_addr][7:0]};
        3'b001:rd_data_mem = {{16{data_ram[word_addr][15]}},data_ram[word_addr][15:0]};
        3'b010:rd_data_mem = data_ram[word_addr];
        3'b100:rd_data_mem = {24'b0,data_ram[word_addr][7:0]};
        3'b101:rd_data_mem = {16'b0,data_ram[word_addr][15:0]};
    endcase
end
endmodule    
module memory_cycle (
    input clk,rst,RegWriteM,MemWriteM,
    input [1:0] ResultSrcM,
    input [31:0] WriteDataM,ALUResultM,PCPlus4M,InstrM,
    input [4:0] RdM,
    output RegWriteW,
    output [1:0] ResultSrcW,
    output [31:0] ReadDataW,ALUResultW,PCPlus4W,
    output [4:0] RdW,
    input [31:0] AuLu_ResultM,
    output [31:0] AuLu_ResultW,
    output [31:0] Lui_alu_final,
    input lui
    );
wire [31:0] ReadDataM;
reg [31:0] ReadDataW_r,ALUResultW_r,PCPlus4W_r,AuLu_ResultW_r;
reg [4:0] RdW_r;
reg RegWriteW_r;
reg [1:0] ResultSrcW_r;
mux2 luimux(ALUResultM,AuLu_ResultM,lui,Lui_alu_final);
data_mem dm(clk,MemWriteM,InstrM[14:12],ALUResultM,WriteDataM,ReadDataM);
always @(posedge clk or posedge rst) begin
    if(rst==1'b1)begin
        ReadDataW_r <= 32'b0;
        ALUResultW_r <= 32'b0;
        PCPlus4W_r <= 32'b0;
        RdW_r <= 5'b0;
        RegWriteW_r <= 1'b0;
        ResultSrcW_r <= 2'b00;
        AuLu_ResultW_r <= 32'b0;
    end
    else begin
        ReadDataW_r <= ReadDataM;
        ALUResultW_r <= ALUResultM;
        PCPlus4W_r <= PCPlus4M;
        RdW_r <= RdM;
        RegWriteW_r <= RegWriteM;
        ResultSrcW_r <= ResultSrcM;
        AuLu_ResultW_r <= AuLu_ResultM;
    end
end
assign ReadDataW = ReadDataW_r;
assign ALUResultW = ALUResultW_r;
assign PCPlus4W = PCPlus4W_r;
assign RdW = RdW_r;
assign RegWriteW = RegWriteW_r;
assign ResultSrcW = ResultSrcW_r;
assign AuLu_ResultW = AuLu_ResultW_r;
endmodule

===== design/flow/constraint.sdc =====
current_design memory_cycle

set clk_period 1.0
set clk_io_pct 0.2

create_clock -name clk0 -period $clk_period [get_ports {clk}]

set non_clock_inputs [all_inputs -no_clocks]
set_input_delay [expr $clk_period * $clk_io_pct] -clock clk0 $non_clock_inputs
set_output_delay [expr $clk_period * $clk_io_pct] -clock clk0 [all_outputs]

===== design/flow/run.sh =====
#!/bin/bash
# OpenROAD 26Q1-2900-gdf79404cd8, Yosys 0.63+post, stock flow scripts
make -C /OpenROAD-flow-scripts/flow DESIGN_CONFIG=/design/flow/config.mk WORK_HOME=/design/flow/orfs finish

===== design/flow/config.mk =====
export PLATFORM = sky130hd
export DESIGN_NAME = memory_cycle
export DESIGN_NICKNAME = memory_cycle
export VERILOG_FILES = /design/flow/design.v
export SDC_FILE = /design/flow/constraint.sdc
export NUM_CORES = 4
export LEC_CHECK = 1
export CORE_UTILIZATION = 50
export SYNTH_MEMORY_MAX_BITS = 65536

==> results_dict.tcl <==
# implementation run metrics
set metrics [dict create \
    status "finished, violations left" \
    violations "negative hold slack, negative setup slack" \
    crit_chain "buf_2" \
    cts_root_buf "clkbuf_16" \
    relSlewSlack_pct 38.8 \
    place_area_um2 94900 \
    worstPathRequired_ns 0.80 \
    overflow 0 \
    routabilityCongestion 0.963 \
    dp_hpwl_um 138000 \
    yosysUniqueCellTypes 38 \
    layout_setup_ws_ns -0.708 \
    die-area_um2 169000 \
    rows 149 \
    gr-usage-all-layers_pct 29.7 \
    ys_seq_elements 2216 \
    cts_tree "yes" \
    ys_warn_count 2 \
    postCtsHoldBufs 134 \
    power.density_nw_per_um2 1870 \
    fp_util_pct 50.5 \
    wl_um 216000 \
    startpoint_type "register" \
    cts_buffer_depth 3 \
    tool_warnings 66 \
    antenna_found_initial 9 \
    port_buffers 310 \
    drtIter0Drc 2779 \
    worst_hold_path_type "input port to register" \
    path_class "register to output port" \
    numCtsBuffers 215 \
    path_depth 1 \
    drc 0 \
    syn_avg_cell_area_um2 22.8 \
    path_buffers 1 \
    core_area_um2 165000 \
    whs_ns -0.139 \
    startpoint "ReadDataW_r[20]" \
    drive_above_1_share_pct 38.5 \
    drt-pass1-iter-count 29 \
    maxCapViolations 0 \
    period_used_pct 171 \
    finalHoldViolations 114 \
    num-fill-cells 11000 \
    crit_fanout 1 \
    final_area_um2 103000 \
    grt_pass1_wl_um 312000 \
    vdd_drop_max_mv 1.91 \
    grt_max_degree 110 \
    ios 340 \
    cp_top_family "flip-flops" \
    worst_pin_slew_ns 0.917 \
    vias 40900 \
    die.size.y_um 411 \
    untimed_endpoints 64 \
    drv_slew 0 \
    ant_nets 0 \
    critPathArrivalTime_ns 1.51 \
    setup_viol 168 \
    syn_to_final_growth_pct 23.7 \
    slowest_stage "dfrtp_2" \
    syn-cell-area_um2 83500 \
    die-width_um 411 \
    synth_chip_area_um2 83500 \
    crit_end "ReadDataW[20]" \
    fmax_mhz 586 \
    regArea_um2 65400 \
    unclocked_pins 32 \
    finalCriticalPeriod_ns 1.71 \
    yosysCellCount 3654 \
    area.combinational_um2 18300 \
    crit_path_end_kind "output port" \
    synthCells 3654 \
    wl_per_cell_um 31.0 \
    rsz0062_at_grt "true" \
    p_leak_nw 34.2 \
    clkTransAtPathRegs_ns 0.06 \
    h-tree-depth 4 \
    max_stage_delay_ns 0.49 \
    viasPerCell 5.86 \
    grt_pass1_vias 44900 \
    utilization_pct 62.4 \
]
## cell usage after synthesis
cell type  count  area, um^2
mux4_2       557       12500
a21oi_1       11        55.1
nor2b_1       22         138
nor2_2         1        6.26
buf_2         73         365
inv_1          3        11.3
dfrtp_1      136        3400
mux2i_1      108        1080
a21boi_0       2        15.0
buf_1         19        71.3
nor2_1       204         766
o41ai_2        1        16.3
a32o_1         4        40.0
nand3_1       32         160
nor3_1         6        30.0
a31oi_1       14        87.6
and2_1         3        18.8
a41oi_1        1        8.76
o21ai_0        3        15.0
o2bb2ai_1      1        8.76
dlxtn_1       32         480
nand3b_1       1        7.51
nand2b_1       5        31.3
o211ai_1      23         173
o21a_1         1        7.51
clkbuf_1      69         259
mux2_2        55         619
a22oi_1       82         616
a221oi_2       4        60.1
o221ai_2       1        15.0
buf_6         11         124
a221oi_1       8        70.1
o22a_1         1        8.76
o2111ai_1     20         175
o21ai_1        1        5.00
nand2_1       54         203
edfxtp_1    2048       61500
buf_4         37         278
## placed cells by master (no fill, tap or decap), drive strengths merged, types with 2 or more instances in the layout
cell type / synthesis / routed
buf: 140 / 688
nand3: 32 / 32
o211ai: 23 / 23
dlygate4sd2: 0 / 53
and2: 3 / 3
diode: 0 / 13
a21boi: 2 / 2
dlygate4sd3: 0 / 132
clkinvlp: 0 / 6
mux4: 557 / 557
clkinv: 0 / 89
nand2: 54 / 54
nor2b: 22 / 22
nor3: 6 / 6
a221oi: 12 / 12
o21ai: 4 / 4
inv: 3 / 12
dfrtp: 136 / 136
o2111ai: 20 / 20
clkdlybuf4s50: 0 / 46
edfxtp: 2048 / 2048
nand2b: 5 / 5
bufinv: 0 / 27
a21oi: 11 / 11
mux2: 55 / 55
clkbuf: 69 / 270
a31oi: 14 / 14
nor2: 205 / 205
mux2i: 108 / 108
a22oi: 82 / 82
dlxtn: 32 / 32
a32o: 4 / 4
## kinds of logic (layout without fill, tap and decap cells)
| family | count (synthesis) | in the layout | share of synthesized area (%) |
|---|---|---|---|
| flip-flops | 2184 | 2184 | 77.8 |
| multiplexers | 720 | 720 | 17.1 |
| AND/OR/NAND/NOR | 328 | 328 | 1.63 |
| buffers and inverters | 212 | 1324 | 1.33 |
| AND-OR/OR-AND | 178 | 178 | 1.65 |
| latches | 32 | 32 | 0.576 |
| other | 0 | 13 | 0 |
## flip-flops by register name (all words and copies together) (netlist names)
| signal | count |
|---|---|
| dm.rd_data_mem | 32 |
| RegWriteW_r | 1 |
| ReadDataW_r | 32 |
| ALUResultW_r | 32 |
| PCPlus4W_r | 32 |
| RdW_r | 5 |
| AuLu_ResultW_r | 32 |
| ResultSrcW_r | 2 |
| dm.data_ram | 2048 |
## power by group
part / internal [W] / switching [W] / total, W
clock network: 0.0470 / 0.0336 / 0.0806
logic: 0.00515 / 0.00663 / 0.0118
registers: 0.101 / 0.000240 / 0.101
total: 0.153 / 0.0405 / 0.193
## how the worst min path moves through the flow
stage	endpoint	startpoint	cells past startpoint
final	dm.data_ram[37][26]	WriteDataM[26]	2
after global routing	dm.data_ram[37][26]	WriteDataM[26]	2
after CTS	dm.data_ram[39][1]	WriteDataM[1]	2
## metal layers
layer / wire length (um) / GRT usage (%) / part of all wire (%) / up-vias
met4: 5770 / 5.97 / 2.7 / 18
met1: 71400 / 42.2 / 33 / 20700
met3: 37000 / 21.7 / 17 / 305
li1: - / - / - / 17300
met2: 101000 / 41.2 / 47 / 2527
met5: 707 / 4.10 / 0.33 / -
## cell type report
| type | count | area share (%) |
|---|---|---|
| antenna | 13 | 0.0315 |
| clock buffer | 268 | 5.47 |
| clock inverter | 131 | 1.39 |
| inverter | 3 | 0.0218 |
| multi-input combinational | 1226 | 17.7 |
| sequential | 2216 | 63.3 |
| tap | 2189 | 2.65 |
| timing repair buffer | 922 | 9.42 |
## stage by stage
step	setup WS, ns	instances	hold WS (ns)	total power (W)	TNS, ns
global placement	-1.31	6397	0.463	0.114	-2483.72
floorplan	-1.11	3654	0.231	0.108	-2298.60
finish	-0.708	6968	-0.139	0.193	-76.40
detailed placement	-1.29	6397	0.461	0.114	-2460.51
global route	-0.742	6966	-0.150	0.199	-85.49
CTS	-0.751	6960	-0.172	0.195	-94.04
## timing repair
item / in CTS / in global routing
pin swaps: 1 / 6
setup buffers: 29 / 4
gates resized: 674 / 54
setup endpoints to repair: 2216 / 1560
hold endpoints to repair: 2285 / 128
gates cloned: 5 / 0
Power is estimated from default activity; no workload was simulated.
